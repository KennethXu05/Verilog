### design/flow/config.mk
export PLATFORM = sky130hd
export DESIGN_NAME = signed_multiplier
export DESIGN_NICKNAME = signed_multiplier
export VERILOG_FILES = /design/flow/design.v
export SDC_FILE = /design/flow/constraint.sdc
export NUM_CORES = 4
export LEC_CHECK = 1
export CORE_AREA = 10 10 103 103
export DIE_AREA = 0 0 113 113
### design/flow/constraint.sdc
current_design signed_multiplier

set clk_period 4.2
set clk_io_pct 0.2

create_clock -name clk0 -period $clk_period [get_ports {clk}]

set non_clock_inputs [all_inputs -no_clocks]
set_input_delay [expr $clk_period * $clk_io_pct] -clock clk0 $non_clock_inputs
set_output_delay [expr $clk_period * $clk_io_pct] -clock clk0 [all_outputs]
### design/flow/design.v
    module signed_multiplier(
    input clk,
    input rst_n,
    input en,
    input [3:0] x,   
    input [3:0] y,   
    output reg [7:0] p   
);
    reg [9:0] r;
    reg [1:0] cnt; 
    wire [3:0] neg_x;
    assign neg_x = 4'b1111 - x + 1;  
    wire [4:0] x_d;  
    wire [4:0] neg_x_d;
    assign x_d = {x[3], x};
    assign neg_x_d = {neg_x[3],neg_x};
    reg [1:0] current_state;
    reg [1:0] next_state;
    localparam IDLE = 2'b00;
    localparam JUDGE = 2'b01;
    localparam SHIFT = 2'b10;
    localparam FINISH = 2'b11;
    always @(posedge clk or negedge rst_n) begin
        if(!rst_n)
            current_state <= IDLE;
        else
            current_state <= next_state;
    end
    always @(*) begin
        if(!rst_n)
            next_state = IDLE;
        else begin
            case (current_state)
                IDLE: next_state = en ? JUDGE : IDLE;
                JUDGE: next_state = SHIFT;
                SHIFT: next_state = (cnt == 2'b11) ? FINISH : JUDGE;
                FINISH: next_state = IDLE;
                default: next_state = IDLE;
            endcase
        end
    end
    always @(posedge clk or negedge rst_n) begin
        if(!rst_n) begin
            p <= 8'b0;
            r <= 10'b0;
            cnt <= 2'b0; 
        end
        else begin
            case (current_state)
                IDLE: begin
                    r <= {1'b0, 4'b0, y, 1'b0};
                    cnt <= 2'b0;
                end 
                JUDGE: begin
                    if(r[1:0] == 2'b01)
                        r[9:5] <= r[9:5] + x_d; 
                    else if(r[1:0] == 2'b10)
                        r[9:5] <= r[9:5] + neg_x_d;
                end
                SHIFT: begin
                    if (cnt != 2'b11)           
                        r <= {r[9], r[9:1]};
                    cnt <= cnt + 1'b1;
                end 
                FINISH: begin
                    p <= r[9:2];
                end
                default: begin
                    p <= 8'b0;
                    r <= 10'b0;
                    cnt <= 2'b0;
                end
            endcase
        end
    end
endmodule
### design/flow/run.sh
#!/bin/bash
# OpenROAD 26Q1-2900-gdf79404cd8, Yosys 0.63+post, stock flow scripts
make -C /OpenROAD-flow-scripts/flow DESIGN_CONFIG=/design/flow/config.mk WORK_HOME=/design/flow/orfs finish
==> changes_impl.md <==
## Flow update

- TritonCTS clock tree: done
- Placer Congestion: 0.822
- Core Region: 0.00830 sq mm
- PortBufs: 18
- Startpoint Class: primary input
- Max Cap Viol: 0
- Syn Area/Cell: 11.0 sq um
- Critical path type: primary input to flop
- Post-Syn Area: 0.00134 sq mm
- Cells resized by post-CTS repair: 0
- Vias: 935
- Drt wl/cell: 11.3 um
- Slew @ Worst Pin: 0.726 ns
- Antenna viol nets, final: 0
- Clock root cell: clkbuf_8
- H-tree depth: 1
- Largest net degree at the start of global routing: 29
- First-pass GRT wire length: 4.56 mm
- Status: complete, no violations
- Worst EP required: 4.35 ns
- Leakage power total: 0.000714 uW
- Final Hold Violation Tally: 0
- Ys cells: 121
- Final setup vio count: 0
- Clock Sink Count: 24
- Chip Area, Yosys: 0.00134 sq mm
- Remaining DRCs: 0
- Minimum clock period: 2.89 ns
- Global Route Usage Sum: 4.21%
- Drt total wl: 2.74 mm
- Synth top area share: 43.1%
- Critical Path Fanout Max: 3
- Cells after Synth: 121
- RSZ-0062 raised after global routing: no
- DP Worst Slack: 1.01 ns
- Slowest cell on crit path: clkdlybuf4s50_1
- Post-CTS setup buffer count: 0
- Unique cell types: 37
- Post-synth top area cell: dfrtp_1
- Initial DRC Count: 27
- Worst Setup End Kind: flop
- VDD IR max: 0.189 mV
- Initial antenna violation count: 0
- Initial DRT Pass Iterations: 4
- Die X-Extent: 113 um
- Hold path depth: 1
- Worst path bufs/invs: 2
- Top cells, area: dfrtp_1 43%, ha_1 5.6%, a21oi_1 4.9%, mux2_1 4.2%, mux2_2 4.2%
- Area Growth Syn to Fin: 26.1%
- Routed vias/inst: 3.85
- I/O pin count: 19
- CTS Buffer Depth: 2
- Clk pin slew, worst setup/hold paths: 0.08 ns
- Post-layout period usage: 68.8%
- Critical-path cell list: clkdlybuf4s50_1 > inv_1 > ha_1 > mux2_2 > fa_1 > a21o_1 > a21oi_1 > xnor2_1 > o211ai_2
- Max Transition Viols Final: 0
- Hold Crit Class: flop to flop
- Number of global-route vias before repair: 891
- Critical path data arrival time: 3.04 ns
- Critical Path Stages: 9
- Power density over the cells: 338 mW/mm^2
- Cts hold-fix bufs: 0
- Yosys warning count: 1
- Synth flops: 24
- Final Core Density: 20.3%
- Setup slack after layout: 1.31 ns
- Final TNS setup: 0 ns
- Antenna cell count: 0
- Clk_skew: 0.00292 ns
- GRT overflow: 0
- Post-synthesis sequential area ratio: 45.0%
- Total die area: 0.0128 sq mm
- Critical path's largest stage delay: 0.51 ns
- Number of OpenROAD warnings: 25
- Cell Rows: 33
- Latency at later pin: 0.26 ns
- FF-to-FF path depth: 7
- CP top delay family: adder cells
- Cts bufs inserted: 3
- Max_slew headroom: 51.6%
- Share of cells above drive strength 1: 12.3%
- Pre-Place Util: 16.1%
- Final HPWL DP: 2.05 mm
- Max Clock Freq: 0.346 GHz
- Die height: 113 um
kinds of logic (layout without fill, tap and decap cells):
kind of cell               after synthesis  count (layout)  synth area share (%)
AOI/OAI and AO/OA                       33              33                  17.5
and+or+nand+nor                         29              29                  12.5
DFF                                     24              24                  45.0
muxes                                   15              15                  12.2
buffers and inverters                    8              25                  2.43
adders and majority gates                7               7                  7.12
xor gates and xnor gates                 5               5                  3.28
sequential cells by signal, summed over array words and instances (netlist names):
name and count:
cnt 2, r 10, current_state 4, p 8
Yosys cell counts, drive strengths merged:
cell type and instances:
a21o 3, mux2 10, and3 1, nand3b 1
and4b 1, nor2b 5, or3 1, or2b 1
a21boi 1, and2 1, o211ai 1, a21oi 14
ha 6, o21ai 3, mux2i 5, nor3 2
dfstp 1, nor2 7, a22o 1, xor2 2
xnor2 3, a211oi 5, nand2 4, buf 2
nand3 1, a22oi 4, nand2b 4, a221oi 1
clkbuf 4, dfrtp 23, inv 2, fa 1
layout by cell type, fill, tap and decap left out, types with 2 or more instances in the layout:
cell type and n:
nand2b_1 4, nor2b_1 4, xnor2_1 3, a21oi_1 13, mux2_1 5, o21ai_1 2, a211oi_1 5, inv_1 2
a22oi_1 4, a21o_1 3, nor2_1 7, nand2_1 3, dfrtp_1 23, xor2_1 2, mux2_2 5, nor3_1 2
clkdlybuf4s50_1 18, ha_1 6, mux2i_1 5, clkbuf_8 4
cell type report:
cell class	instances	area (sq um)
Multi-Input combinational cell	89	702
Fill cell	888	6610
Timing Repair Buffer	19	188
Clock buffer	4	55.1
Tap cell	105	131
Sequential cell	24	602
Inverter	2	7.51
path summary, 6_finish.rpt:
check,start,end,slack [ns]
max in group asynchronous,rst_n,current_state[0]$_DFF_PN1_,2.95
max,x[0],r[9]$_DFFE_PN0P_,1.31
min reg2reg,p[2]$_DFFE_PN0P_,p[2]$_DFFE_PN0P_,0.49
min,p[2]$_DFFE_PN0P_,p[2]$_DFFE_PN0P_,0.49
max reg2reg,r[1]$_DFFE_PN0P_,r[9]$_DFFE_PN0P_,1.96
min in group asynchronous,rst_n,p[1]$_DFFE_PN0P_,0.95
layer usage:
metal	vias to the layer above	wire [um]	GRT usage, %
met5	-	0	0
met4	0	0	0
met3	0	140	1.34
met2	17	1090	5.49
met1	452	1510	6.85
li1	466	-	-
report_power, final:
group          total (uW)  internal, uW  switching (uW)
Combinational         131          67.8            63.6
Clock                 156          83.6            72.1
Sequential            282           251            30.6
Total                 569           403             166
stage by stage:
step / instances / hold slack (ns) / total power [uW] / cell area [sq um]
after floorplan: 121 / 0.433 / 376 / 1340
after global placement: 239 / 0.473 / 417 / 1630
after detailed placement: 239 / 0.479 / 419 / 1630
after CTS: 243 / 0.494 / 578 / 1690
after global routing: 243 / 0.516 / 605 / 1690
final: 243 / 0.492 / 569 / 1690
worst reg2reg max path, delay by kind of cell (launching register included):
kind | cells | cell delay (ns)
multiplexers | 1 | 0.39
adder cells (fa/ha/maj) | 1 | 0.45
AND-OR/OR-AND | 3 | 0.46
flip-flops | 1 | 0.45
AND/OR/NAND/NOR | 1 | 0.24
XOR/XNOR | 1 | 0.15
No activity file was given, so power comes from the tool's default toggle rates.
