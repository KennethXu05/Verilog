==> ./design.v <==
module one_byte_uart_rx #(
    parameter CLK_FREQ = 50_000_000,
    parameter BAUD_RATE = 115200
)(
    input clk,
    input rst_n,
    input rx_en,
    input rx_in,     
    output reg [7:0] rx_data,
    output reg rx_done,
    output reg sample_tick,
    output reg [1:0] uart_current_state
);
    reg [1:0] rx_in_q;
    wire rx_in_sync;
    always @(posedge clk or negedge rst_n) begin
        if(!rst_n)
            rx_in_q <= 2'b11;
        else
            rx_in_q <= {rx_in_q[0], rx_in}; 
    end
    assign rx_in_sync = rx_in_q[1];
    localparam SAMPLE_CNT = CLK_FREQ / (BAUD_RATE * 9);     
    reg [15:0] sample_cnt;
    always @(posedge clk or negedge rst_n) begin
        if(!rst_n) 
            sample_cnt <= 16'd0;
        else if(sample_cnt == SAMPLE_CNT - 1)
            sample_cnt <= 16'd0;
        else 
            sample_cnt <= sample_cnt + 1'b1;
    end
    always @(posedge clk or negedge rst_n) begin
        if(!rst_n)
            sample_tick <= 1'b0;
        else if(sample_cnt == SAMPLE_CNT - 1)
            sample_tick <= 1'b1;
        else 
            sample_tick <= 1'b0;
    end
    reg [6:0] sample_bit_cnt;    
    reg [89:0] rx_shift_reg;    
    reg [1:0] uart_next_state;
    localparam UART_IDLE = 2'b00;
    localparam UART_RECEIVE = 2'b01;
    localparam UART_DONE = 2'b10;
    always @(posedge clk or negedge rst_n) begin
        if(!rst_n)
            uart_current_state <= UART_IDLE;
        else
            uart_current_state <= uart_next_state;
    end
    always @(*) begin
        if(!rst_n)
            uart_next_state = UART_IDLE;
        else begin
            case(uart_current_state)
                UART_IDLE: begin
                    if(rx_en && (rx_in_sync == 1'b0))    
                        uart_next_state = UART_RECEIVE;
                    else
                        uart_next_state = UART_IDLE;
                end
                UART_RECEIVE: begin
                    if((sample_bit_cnt >= 7'd0) && (sample_bit_cnt <= 7'd8) && (rx_shift_reg[83] + rx_shift_reg[84] + rx_shift_reg[85] + rx_shift_reg[86] + rx_shift_reg[87] >= 2'd3))  
                        uart_next_state = UART_IDLE;
                    else if(sample_bit_cnt >= 7'd89)
                        uart_next_state = UART_DONE;
                    else
                        uart_next_state = UART_RECEIVE;
                end
                UART_DONE:
                    uart_next_state = UART_IDLE;
                default: uart_next_state = UART_IDLE;
            endcase
        end 
    end
    always @(posedge clk or negedge rst_n) begin
        if(!rst_n) begin
            sample_bit_cnt <= 7'd0;
            rx_done <= 1'b0;
            rx_data <= 8'd0; 
        end
        else begin
            case (uart_current_state)
                UART_IDLE: begin
                    sample_bit_cnt <= 7'd0;
                    rx_shift_reg <= 90'd0; 
                    rx_done <= 1'b0;
                end 
                UART_RECEIVE: begin
                    if(sample_tick) begin
                        sample_bit_cnt <= sample_bit_cnt + 1'b1;
                        rx_shift_reg <= {rx_in_sync, rx_shift_reg[89:1]};
                    end
                end
                UART_DONE: begin
                    rx_data[0] <= rx_shift_reg[11] + rx_shift_reg[12] + rx_shift_reg[13] + rx_shift_reg[14] + rx_shift_reg[15] >= 3 ? 1'b1 : 1'b0;
                    rx_data[1] <= rx_shift_reg[20] + rx_shift_reg[21] + rx_shift_reg[22] + rx_shift_reg[23] + rx_shift_reg[24] >= 3 ? 1'b1 : 1'b0;
                    rx_data[2] <= rx_shift_reg[29] + rx_shift_reg[30] + rx_shift_reg[31] + rx_shift_reg[32] + rx_shift_reg[33] >= 3 ? 1'b1 : 1'b0;
                    rx_data[3] <= rx_shift_reg[38] + rx_shift_reg[39] + rx_shift_reg[40] + rx_shift_reg[41] + rx_shift_reg[42] >= 3 ? 1'b1 : 1'b0;
                    rx_data[4] <= rx_shift_reg[47] + rx_shift_reg[48] + rx_shift_reg[49] + rx_shift_reg[50] + rx_shift_reg[51] >= 3 ? 1'b1 : 1'b0;
                    rx_data[5] <= rx_shift_reg[56] + rx_shift_reg[57] + rx_shift_reg[58] + rx_shift_reg[59] + rx_shift_reg[60] >= 3 ? 1'b1 : 1'b0;
                    rx_data[6] <= rx_shift_reg[65] + rx_shift_reg[66] + rx_shift_reg[67] + rx_shift_reg[68] + rx_shift_reg[69] >= 3 ? 1'b1 : 1'b0;
                    rx_data[7] <= rx_shift_reg[74] + rx_shift_reg[75] + rx_shift_reg[76] + rx_shift_reg[77] + rx_shift_reg[78] >= 3 ? 1'b1 : 1'b0;
                    rx_done <= 1'b1; 
                    rx_shift_reg <= 90'd0; 
                end
                default:begin
                    sample_bit_cnt <= sample_bit_cnt;
                    rx_shift_reg <= rx_shift_reg;
                    rx_done <= 1'b0;
                end
            endcase
        end
    end
endmodule
==> ./run.sh <==
#!/bin/bash
# OpenROAD 26Q1-2900-gdf79404cd8, Yosys 0.63+post, stock flow scripts
make -C /OpenROAD-flow-scripts/flow DESIGN_CONFIG=/design/flow/config.mk WORK_HOME=/design/flow/orfs finish
==> ./config.mk <==
export PLATFORM = sky130hd
export DESIGN_NAME = one_byte_uart_rx
export DESIGN_NICKNAME = one_byte_uart_rx
export VERILOG_FILES = /design/flow/design.v
export SDC_FILE = /design/flow/constraint.sdc
export NUM_CORES = 4
export LEC_CHECK = 1
export CORE_UTILIZATION = 30
==> ./constraint.sdc <==
current_design one_byte_uart_rx

set clk_period 9.6
set clk_io_pct 0.2

create_clock -name clk0 -period $clk_period [get_ports {clk}]

set non_clock_inputs [all_inputs -no_clocks]
set_input_delay [expr $clk_period * $clk_io_pct] -clock clk0 $non_clock_inputs
set_output_delay [expr $clk_period * $clk_io_pct] -clock clk0 [all_outputs]
==> summary.txt <==
Adder Area Share = 11.5%
Rel. slew slack = 47.0%
Clk sinks = 116
Synth logic family = simple AND/OR/NAND/NOR gates
Flops out of synthesis = 116
Max Cap Violations = 0
Die width = 135 um
Hold buffer count at cts = 0
Setup Skew = 0.00482 ns
EDFF count, synth = 79
Final min period = 3.74 ns
Post-synth top area cell = edfxtp_1
First-pass GRT wire length = 13100 um
Critical Path Start Type = register
Cycle use final = 38.9%
Num rows = 48
Crit path max fanout = 86
Netlist cell types = 35
Remaining antenna violation count after routing = 0
Arrival time worst endpoint = 1.82 ns
YS chip area = 0.00530 mm2
Final max-slew violation count = 0
Layout cells sized above 1 = 9.30%
Avg Synthesized Cell Area = 13.2 um2
Core ar. = 0.0173 mm2
Post-Syn Area = 0.00530 mm2
Register area share after synthesis = 62.3%
GRT overflow = 0
CTS resizes = 0
Port bufs = 15
Final WS setup = 5.86 ns
Top post-synthesis cells by count = 79 x and2_1, 79 x edfxtp_1, 40 x inv_1
Setup TNS = 0 ns
Initial antenna violation count = 0
Unrepaired setup endpoints after global routing = false
Yosys stat cell total = 401
Ys async rst share = 31.9%
DP HPWL = 4530 um
Largest net degree at the start of global routing = 87
Final Hold Viols = 0
Max reg flops = 79
Worst Hold Class = reg2reg
Area share, top type = 44.8%
Number of global-route vias before repair = 2829
Clk root buf = clkbuf_16
Worst slew pin tran = 0.795 ns
AO/OA Area Share = 2.93%
I/O pin total = 16
Area fraction in mux cells = 0.378%
Routed WL = 7540 um
Basic Gates by Area = 16.8%
Power per cell area = 204 mW/mm2
Leak Pwr = 2.66 nW
Setup bufs post-CTS = 0
WP data required = 7.68 ns
Die y size = 135 um
Final Cell Area = 0.00628 mm2
Starting DRC count in detailed routing = 185
Commonest register cell after synthesis = edfxtp_1
Max IR drop VDD = 136 uV
Total track usage = 9.52%
Yosys warns = 1
Clock slew at reported path FFs = 0.05 ns
Synth-to-layout area growth = 18.6%
CP Capture Type = output pin
Gpl congestion = 0.739
Final setup viols = 0
Final total power = 1.28 mW
CP Class = reg2out
Status = complete, no violations
Area after DPL = 0.00573 mm2
Dpl ws = 5.46 ns
Latency at later pin = 0.40 ns
Via count = 2842
Clock buffer depth = 2
CTS tree = built
Num CTS Buffers = 17
Inserted Diodes = 0
Full die area = 0.0182 mm2
Post-DR wirelength/cell = 11.3 um
Biggest area cells = edfxtp_1 45%, dfrtp_1 17%, and2_1 9.3%, fa_1 6.8%, ha_1 4.7%
H-Tree Depth = 4
Init Core Util = 30.6%
Residual DRC = 0
Vias per cell = 4.27
First-pass detailed-route iteration total = 4
Log Warnings = 35
Fmax achieved = 268 MHz
XOR Share, Synth = 2.48%
Post-Synthesis Cells = 401
[path summary, 6_finish.rpt]
path	slack (ns)	from	endpoint	cells past startpoint
setup / recovery	5.86	uart_current_state[0]	uart_current_state[0]	2
hold / removal	0.35	rx_in_q[0]	rx_in_q[1]	0
setup reg to reg	6.78	uart_current_state[0]	rx_shift_reg[56]	6
hold reg to reg	0.35	rx_in_q[0]	rx_in_q[1]	0
max in group asynchronous	7.62	rst_n	uart_current_state[0]	2
min in group asynchronous	1.58	rst_n	rx_data[2]	2
[power breakdown]
group | total (mW) | switching, mW | internal, mW
sequential | 0.590 | 0.0135 | 0.576
combinational | 0.111 | 0.0668 | 0.0443
clock | 0.580 | 0.201 | 0.379
total | 1.28 | 0.282 | 1.00
[stage by stage]
stage | util, % | hold slack [ns] | std cells
finish | 36.3 | 0.354 | 666
global placement | 33.1 | 0.348 | 634
floorplan | - | 0.345 | 401
detailed placement | 33.1 | 0.348 | 634
global route | 36.3 | 0.363 | 666
CTS | 36.3 | 0.356 | 666
[layout make-up]
| class | count | area, um2 |
|---|---|---|
| Clock buffer | 29 | 542 |
| Clock inverter | 3 | 16.3 |
| Fill cell | 1639 | 11000 |
| Inverter | 40 | 150 |
| Multi-Input combinational cell | 234 | 1820 |
| Sequential cell | 116 | 3300 |
| Tap cell | 225 | 282 |
| Timing Repair Buffer | 19 | 175 |
[placed cells by master (no fill, tap or decap), drive strengths merged]
cell type	n
nor4	5
dfstp	2
nand2	24
buf	5
o21ai	13
nand4	5
nand3	8
dfrtp	35
xnor2	6
and3	2
nand2b	1
clkbuf	29
nor3b	2
fa	18
inv	41
a31oi	1
edfxtp	79
nor3	1
ha	20
and4	2
nor2	18
or2	1
xor2	9
o2bb2ai	1
clkdlybuf4s50	14
a21oi	6
o211ai	2
and3b	1
mux2i	2
nor2b	3
clkinv	2
and2	79
a21boi	1
o31ai	3
[layer usage]
metal	global-route usage [%]	up-vias	wire length, um
met2	14.2	41	3240
met1	15.1	1397	3890
met5	0	-	0
met3	2.45	10	290
met4	1.31	0	117
li1	-	1394	-
[critical path, stage by stage, from the launching register on]
cell and delay [ns]:
dfrtp_2 0.33, buf_4 0.50, clkdlybuf4s50_1 0.58
[cells by family after synthesis]
logic type / after synthesis
compound gates: 27
xor+xnor: 15
fa+ha+maj: 38
buf+inv: 51
flops: 116
mux: 2
simple gates: 152
Power and IR drop assume default switching activity.
