## ./design.v

```verilog
module cla_16bit(
    input [15:0] A,
    input [15:0] B,
    input Cin,
    output [15:0] S
);
    wire [3:0] P;
    wire [3:0] G;
    wire [3:0] CCout;
    simp_alu74181 u_simp_alu74181_0(
        .A    	(A[3:0]     ),
        .B    	(B[3:0]     ),
        .Cin  	(Cin        ),
        .S    	(S[3:0]     ),
        .Cout 	(),
        .Pout 	(P[0]       ),
        .Gout 	(G[0]       )
    );
    simp_alu74181 u_simp_alu74181_1(
        .A    	(A[7:4]     ),  
        .B    	(B[7:4]     ),
        .Cin  	(CCout[0]       ),
        .S    	(S[7:4]     ),
        .Cout 	(),
        .Pout 	(P[1]       ),
        .Gout 	(G[1]       )
    );
    simp_alu74181 u_simp_alu74181_2(
        .A    	(A[11:8]    ),
        .B    	(B[11:8]    ),
        .Cin  	(CCout[1]       ),
        .S    	(S[11:8]    ),
        .Cout 	(),
        .Pout 	(P[2]       ),
        .Gout 	(G[2]       )
    );
    simp_alu74181 u_simp_alu74181_3(
        .A    	(A[15:12]   ),
        .B    	(B[15:12]   ),
        .Cin  	(CCout[2]       ),
        .S    	(S[15:12]   ),
        .Cout 	(),
        .Pout 	(P[3]       ),
        .Gout 	(G[3]       )  
    );
    simp_alu74182 u_simp_alu74182(
        .Pin   	(P    ),
        .Gin   	(G    ),
        .Cin   	(Cin    ),
        .CCout 	(CCout  ),
        .PPout 	(),
        .GGout 	()
    );
endmodule
module simp_alu74181(
    input [3:0] A,
    input [3:0] B,
    input Cin,
    output [3:0] S,
    output Cout,
    output Pout,
    output Gout
);
    wire [3:0] P;
    wire [3:0] G;
    wire [3:0] C;  
    assign P = A ^ B;  
    assign G = A & B;  
    assign C[0] = G[0] | (P[0] & Cin);
    assign C[1] = G[1] | (P[1] & G[0]) | (P[1] & P[0] & Cin);  
    assign C[2] = G[2] | (P[2] & G[1]) | (P[2] & P[1] & G[0]) | (P[2] & P[1] & P[0] & Cin);  
    assign C[3] = G[3] | (P[3] & G[2]) | (P[3] & P[2] & G[1]) | (P[3] & P[2] & P[1] & G[0]) | (P[3] & P[2] & P[1] & P[0] & Cin);     
    assign Cout = C[3];  
    assign S = P ^ {C[2:0], Cin}; 
    assign Pout = &P;  
    assign Gout = G[3] | (P[3] & G[2]) | (P[3] & P[2] & G[1]) | (P[3] & P[2] & P[1] & G[0]);  
endmodule  
module simp_alu74182(
    input [3:0] Pin,
    input [3:0] Gin,
    input Cin,
    output [3:0] CCout,
    output PPout,
    output GGout
);
    wire [3:0] P;
    wire [3:0] G;
    wire [3:0] C;
    assign P = Pin;  
    assign G = Gin;  
    assign C[0] = G[0] | (P[0] & Cin);
    assign C[1] = G[1] | (P[1] & G[0]) | (P[1] & P[0] & Cin);
    assign C[2] = G[2] | (P[2] & G[1]) | (P[2] & P[1] & G[0]) | (P[2] & P[1] & P[0] & Cin);
    assign C[3] = G[3] | (P[3] & G[2]) | (P[3] & P[2] & G[1]) | (P[3] & P[2] & P[1] & G[0]) | (P[3] & P[2] & P[1] & P[0] & Cin);
    assign CCout = C;  
    assign PPout = &P;  
    assign GGout = G[3] | (P[3] & G[2]) | (P[3] & P[2] & G[1]) | (P[3] & P[2] & P[1] & G[0]);  
endmodule
```

## ./constraint.sdc

```tcl
current_design cla_16bit

set clk_period 5.9
set clk_io_pct 0.2

create_clock -name clk0 -period $clk_period

set non_clock_inputs [all_inputs -no_clocks]
set_input_delay [expr $clk_period * $clk_io_pct] -clock clk0 $non_clock_inputs
set_output_delay [expr $clk_period * $clk_io_pct] -clock clk0 [all_outputs]
```

## ./config.mk

```make
export PLATFORM = sky130hd
export DESIGN_NAME = cla_16bit
export DESIGN_NICKNAME = cla_16bit
export VERILOG_FILES = /design/flow/design.v
export SDC_FILE = /design/flow/constraint.sdc
export NUM_CORES = 4
export LEC_CHECK = 1
export CORE_AREA = 10 10 82 82
export DIE_AREA = 0 0 92 92
```

## ./run.sh

```bash
#!/bin/bash
# OpenROAD 26Q1-2900-gdf79404cd8, Yosys 0.63+post, stock flow scripts
make -C /OpenROAD-flow-scripts/flow DESIGN_CONFIG=/design/flow/config.mk WORK_HOME=/design/flow/orfs finish
```

==> insert_results.sql <==
-- implementation run metrics
INSERT INTO impl_metrics (metric_group, metric, value, unit) VALUES
('critical_path', 'crit_fanout', '5', ''),
('cells_and_area', 'n_fill_cell', '558', ''),
('run_status', 'result_of_the_run', 'finished clean', ''),
('hold_path', 'hold_path.class', 'in -> out', ''),
('die', 'design.die.area', '8460', 'µm²'),
('final_timing', 'slew-limit-headroom', '78.3', '%'),
('cells_and_area', 'syn_to_final_growth', '82.2', '%'),
('final_timing', 'max_slew.worst_pin.slew', '0.324', 'ns'),
('global_route', 'wire_length_of_the_first_global_routing_pass', '3560', 'µm'),
('cells_and_area', 'finish.instance_area', '1280', 'µm²'),
('cells_and_area', 'combinational_cell_area_excluding_buffers_and_inverters', '669', 'µm²'),
('synthesis', 'post_synthesis_instance_total', '83', ''),
('routing', 'vias', '734', ''),
('routing', 'detailedRoute.firstIterationViolations', '36', ''),
('routing', 'post_detailed_routing_wire_length', '2220', 'µm'),
('die', 'top_level_ports', '49', ''),
('place', 'hpwlAfterDp', '2150', 'µm'),
('final_timing', 'timing_max_transition_violations_final', '0', ''),
('global_route', 'grt_pass1_vias', '748', ''),
('place', 'post_dp_cell_area', '1280', 'µm²'),
('cells_and_area', 'area.sequential', '0', 'µm²'),
('critical_path', 'timing.critical_path.arrival', '4.02', 'ns'),
('final_timing', 'timing.final.crit_period', '5.20', 'ns'),
('final_timing', 'finalSetupTns', '0', 'ns'),
('global_route', 'grt.overflow.total', '0', ''),
('cells_and_area', 'n_sequential_cell', '0', ''),
('final_timing', 'setup_viol', '0', ''),
('die', 'core_area', '5070', 'µm²'),
('power_and_ir_drop', 'total_power', '0.136', 'mW'),
('place', 'post-place-cells', '202', ''),
('synthesis', 'ys_warn_count', '0', ''),
('die', 'chipHeight', '92', 'µm'),
('cells_and_area', 'layoutNonFillerInstCount', '202', ''),
('final_timing', 'maxClockFrequency', '0.192', 'GHz'),
('final_timing', 'hold_viol_final', '0', ''),
('clocking', 'post-cts-setup-buffers', '0', ''),
('die', 'chipWidth', '92', 'µm'),
('critical_path', 'worst_ep_required_time', '4.72', 'ns'),
('power_and_ir_drop', 'cell_pwr_density', '106', 'nW/µm²'),
('run', 'maxCapViolations', '0', ''),
('global_route', 'grt_usage', '5.03', '%'),
('die', 'initial_utilization', '13.9', '%'),
('synthesis', 'seq_area_frac_synth', '0', '%'),
('cells_and_area', 'final_common_cell', 'sky130_fd_sc_hd__clkdlybuf4s50_1', ''),
('final_timing', 'min_period_over_period', '88.1', '%'),
('power_and_ir_drop', 'leakage', '0.530', 'nW'),
('synthesis', 'post_synth_num_cell_types', '30', ''),
('cells_and_area', 'clock_buffers', '0', ''),
('run', 'log.warning_count', '32', ''),
('final_timing', 'rsz0062_at_grt', 'false', ''),
('critical_path', 'endpoint_kind', 'primary output', ''),
('synthesis', 'yosys_area', '703', 'µm²'),
('routing', 'drt_antenna_net_count', '0', ''),
('global_route', 'grt_start_max_net_pins', '6', ''),
('routing', 'remaining_drc_errors', '0', ''),
('cells_and_area', 'drive_gt1_share', '6.06', '%'),
('critical_path', 'worst_setup_start_kind', 'input pin', ''),
('clocking', 'post_cts.resized_instances', '0', ''),
('routing', 'antenna_cells_inserted', '0', ''),
('routing', 'drt_first_pass_iters', '4', ''),
('die', 'num_rows', '26', ''),
('global_route', 'grt_antenna_before_repair', '0', ''),
('power_and_ir_drop', 'ir_worst_vdd', '0.0319', 'mV'),
('place', 'port_buffers', '49', ''),
('synthesis', 'syn-mean-instance-area', '8.47', 'µm²'),
('synthesis', 'synthesis.area', '703', 'µm²'),
('cells_and_area', 'most-common-layout-cells', 'sky130_fd_sc_hd__clkdlybuf4s50_1, sky130_fd_sc_hd__ha_1, sky130_fd_sc_hd__inv_1, sky130_fd_sc_hd__a21oi_1, sky130_fd_sc_hd__xnor2_1', ''),
('routing', 'detail_route.wl_per_cell', '11.0', 'µm'),
('routing', 'routed_via_density', '3.63', ''),
('critical_path', 'worst-setup-path-type', 'in -> out', ''),
('place', 'gp_congestion', '0.722', ''),
('clocking', 'cts_stage_hold_buffer_count', '0', ''),
('synthesis', 'ys_cells', '83', '');
worst max-delay path, stage by stage:
cell and delay, ns:
sky130_fd_sc_hd__clkdlybuf4s50_1 0.42, sky130_fd_sc_hd__ha_1 0.33, sky130_fd_sc_hd__a211oi_2 0.24, sky130_fd_sc_hd__nor2_2 0.10, sky130_fd_sc_hd__o31a_4 0.31, sky130_fd_sc_hd__a31oi_4 0.21
sky130_fd_sc_hd__a31oi_2 0.14, sky130_fd_sc_hd__a21oi_2 0.17, sky130_fd_sc_hd__fa_1 0.41, sky130_fd_sc_hd__inv_1 0.06, sky130_fd_sc_hd__clkdlybuf4s50_1 0.45
power breakdown:
group / internal, mW / switching (mW) / total [mW]
combinational: 0.0894 / 0.0470 / 0.136
sequential: 0 / 0 / 0
clock: 0 / 0 / 0
path summary, 6_finish.rpt:
kind / end / cells past startpoint / startpoint / slack, ns
worst min-delay path: S[0] / 5 / B[0] / 3.44
worst max-delay path: S[12] / 11 / A[0] / 0.70
metal layers:
metal | part of all wire, % | global-route usage (%)
met1 | 41 | 6.07
met2 | 46 | 8.35
met5 | 0 | 0
met4 | 0 | 0
met3 | 13 | 2.55
Yosys cell counts, drive strengths merged:
cell type	number	area [µm²]
a211oi	3	27.5
a21boi	1	7.51
a21o	3	22.5
a21oi	8	43.8
a22oi	1	7.51
a31oi	3	40.0
fa	4	80.1
ha	15	188
inv	9	33.8
nand2	4	15.0
nand2b	1	6.26
nand3	1	5.00
nand3b	1	7.51
nor2	7	28.8
nor2b	1	6.26
nor3	1	5.00
o211a	1	10.0
o21a	2	15.0
o21ai	4	23.8
o311ai	1	16.3
o31a	1	17.5
xnor2	7	61.3
xor2	4	35.0
cell type report:
cell class / count / area share (%)
Multi-Input combinational cell: 74 / 52.2
Tap cell: 70 / 6.84
Inverter: 9 / 2.64
Timing Repair Buffer: 49 / 38.3
metrics by stage:
stage	util (%)	hold slack [ns]	setup WS (ns)
floorplan	-	2.47	1.70
global placement	25.2	3.46	0.685
detailed placement	25.2	3.46	0.672
CTS	25.2	3.46	0.670
global route	25.2	3.50	0.561
finish	25.2	3.44	0.705
cells by family (layout without fill, tap and decap cells):
| family | count (synthesis) | after routing | synth area share (%) |
|---|---|---|---|
| AOI/OAI and AO/OA | 28 | 28 | 32.9 |
| xor gates and xnor gates | 11 | 11 | 13.7 |
| and+or+nand+nor | 16 | 16 | 10.5 |
| buffers and inverters | 9 | 58 | 4.80 |
| adders and majority gates | 19 | 19 | 38.1 |
No activity file was given, so power comes from the tool's default toggle rates.
